==> /design/flow/design.v <==
module WeightArranger #(parameter N = 4) (
input wire clk,
input wire reset_n,
input wire weight_ctr,
input wire weight_en,
input wire [8*N*N-1 : 0] weight_in,
output reg [N-1:0][7:0] weight_out
);
reg [($clog2(N)) : 0] count;
reg [8*N*N-1 : 0] weight;
always @(posedge clk) begin
    if(!reset_n) begin
        count <= 0;
        weight <= 0;
        for (int i = N-1; i >= 0; i=i-1) begin
            weight_out[i] <= 0;
        end
    end else begin
        if(weight_en) begin
            weight <= weight_in;
        end else if(weight_ctr) begin
            if(count < N) begin
                for(int j = N-1; j >= 0; j--) begin
                    weight_out[j] <= (weight >> ((N * j + (N - 1 - count)) << 3));
                end
                count <= count + 1;
            end else begin
                count <= 0;
                for(int j = N-1; j >= 0; j--) begin
                    weight_out[j] <= 0;
                end
            end
        end else begin
            count <= 0;
            for (int i = N-1; i >= 0; i=i-1) begin
                weight_out[i] <= 0;
            end
        end
    end
end
endmodule
==> /design/flow/run.sh <==
#!/bin/bash
# OpenROAD 26Q1-2900-gdf79404cd8, Yosys 0.63+post, stock flow scripts
make -C /OpenROAD-flow-scripts/flow DESIGN_CONFIG=/design/flow/config.mk WORK_HOME=/design/flow/orfs finish
==> /design/flow/config.mk <==
export PLATFORM = sky130hd
export DESIGN_NAME = WeightArranger
export DESIGN_NICKNAME = WeightArranger
export VERILOG_FILES = /design/flow/design.v
export SDC_FILE = /design/flow/constraint.sdc
export NUM_CORES = 4
export LEC_CHECK = 1
export CORE_UTILIZATION = 40
==> /design/flow/constraint.sdc <==
current_design WeightArranger

set clk_period 3.8
set clk_io_pct 0.2

create_clock -name clk0 -period $clk_period [get_ports {clk}]

set non_clock_inputs [all_inputs -no_clocks]
set_input_delay [expr $clk_period * $clk_io_pct] -clock clk0 $non_clock_inputs
set_output_delay [expr $clk_period * $clk_io_pct] -clock clk0 [all_outputs]
==> GITHUB_STEP_SUMMARY <==
### Metrics collected by this job

| Metric | Value |
|---|---|
| Total I/O pin count | `164` |
| Routed wire length | `15,800 um` |
| Synthesized area | `0.00687 mm2` |
| Core Footprint | `0.0166 mm2` |
| Register-to-register setup slack | `1.84 ns` |
| Number of enable flip-flop cells | `0` |
| Top cells by area | `dfxtp_1, mux2i_1, nor2b_1` |
| Post-route ant nets | `0` |
| Share of the synthesized area in the top cell type | `47.5%` |
| Chip Height | `133 um` |
| Hold EP | `weight_out[3]` |
| DIE WIDTH | `133 um` |
| Synth top cell by count | `dfxtp_1` |
| Post-DP HPWL | `10,400 um` |
| Combinational share of power | `11.3%` |
| Setup Buffers After CTS | `0` |
| Mapped Avg Cell Area | `11.8 um2` |
| Hold Vio Cnt, Final | `0` |
| Vias in the first global route | `4,615` |
| Slew @ Worst Pin | `0.731 ns` |
| GP Congestion | `0.789` |
| Int Power | `3.09 mW` |
| Gate Count Post-Synth | `584` |
| Initial antenna violation count | `0` |
| H-tree levels | `4` |
| Slowest CP cell | `clkdlybuf4s50_1` |
| Critical Path Stages | `1` |
| Vias | `4,679` |
| Clock power frac | `42.4%` |
| Post-route minimum period | `2.02 ns` |
| Total GRT Usage | `18.9%` |
| Critical Path RT | `3.04 ns` |
| Via/cell ratio | `4.88` |
| Endpoints failing setup | `0` |
| R2r endpoint | `weight_out[24]` |
| Async SR Flop Fraction | `0%` |
| Worst setup SP type | `register` |
| Maximum VDD drop | `0.000294 V` |
| Clock tree buffer depth | `2` |
| Sw frac | `22.7%` |
| Initial drt markers | `190` |
| Pre-Place Util | `41.3%` |
| TNS Setup | `0 ns` |
| Min-Delay Path Class | `reg2reg` |
| Main flop type | `dfxtp_1` |
| Max_cap viols | `0` |
| CTS tree | `yes` |
| # Cells Yosys | `584` |
| Final Max Slew Viols | `0` |
| Largest net degree at the start of global routing | `75` |
| Share of power burned in registers | `46.3%` |
| Synth Seq Share | `47.5%` |
| # placed instances | `927` |
| First-pass GRT wire length | `25,400 um` |
| Yosys chip area | `0.00687 mm2` |
| Commonest cells post-synth | `dfxtp_1, nor2b_1, mux2i_1, a22oi_1, mux4_2` |
| Post-cts hold buffer count | `0` |
| Log Warnings | `25` |
| Fmax | `495 MHz` |
| CP endpoint kind | `primary output` |
| Cells on Worst Hold Path | `2` |
| Congestion Overflow GR | `0` |
| Sink Count | `163` |
| N_diodes | `0` |
| Chip area | `0.0177 mm2` |
| LEAKAGE | `3.54 nW` |
| Reg-to-Reg Start | `count[0]` |
| CP max FO | `2` |
| Status | `completed` |
| Total chip power | `3.99 mW` |
| Post-DR wirelength/cell | `16.5 um` |
| Distinct cell type count after synthesis | `23` |
| Drt first pass iters | `6` |
| Area grow syn2layout | `33.3%` |
| Num CTS Buffers | `17` |
| Clock transition time at the flip-flop clock pins of the worst setup and hold paths | `0.06 ns` |
| Crit path buf inv count | `1` |
| Root Driver | `clkbuf_16` |
| Share of cells above drive strength 1 | `9.62%` |
| Worst R2R Path Depth | `4` |
| Yosys warns | `1` |
| Largest area contributor in the netlist | `dfxtp_1` |
| Arrival time worst endpoint | `1.26 ns` |
| Post-CTS sizing | `0` |
| Clock Latency Late Sink | `0.41 ns` |
| Critical Path Max Stage Delay | `0.51 ns` |
| Std-Cell Rows | `47` |
| Number of port buffers | `163` |
| Clock Skew | `0.00708 ns` |
| RSZ-0062 raised after global routing | `false` |
| Worst-path cell chain | `clkdlybuf4s50_1` |
| Worst Path Class, Setup | `reg2out` |
| Post-route DRC | `0` |
| Final Cycle Share | `53.2%` |
| Delay-heaviest family, CP | `buffers and inverters` |
| Power Dens Cells | `436 mW/mm2` |
| HP Start | `weight_out[3]` |
| Sw Pwr | `0.908 mW` |
| Slew HR | `51.2%` |
| Non-Filler Instances | `958` |
| FF+latch count, synth | `163` |
-- power groups by stage --
stage,logic (mW),clock network [mW],registers [mW]
finish,0.453,1.69,1.85
CTS,0.459,1.73,1.85
global route,0.494,1.82,1.86
-- per-stage QoR --
step           hold slack (ns)  area (um2)  util (%)  setup slack (ns)
5_1_grt                  0.515        9150      55.0              1.69
3_3_place_gp             0.469        8570      51.5              1.44
3_5_place_dp             0.475        8570      51.5              1.37
6_report                 0.489        9150      55.0              1.78
2_1_floorplan            0.433        6870         -              2.11
4_1_cts                  0.490        9150      55.0              1.74
-- layout make-up --
class                      instances  area (um2)
tap                              220         275
timing repair buffer             172        1700
sequential                       163        3270
clock buffer                      20         457
clock inverter                    11         128
fill                            1412        7490
inverter                           1        3.75
multi-input combinational        371        3320
-- worst register-to-register path, cell delays in order (launching register included) --
cell and delay (ns):
dfxtp_2 0.61, buf_4 0.45, mux4_2 0.56, a22oi_1 0.17, nor2b_1 0.06
-- per-layer routing --
metal,share of wire [%],global-route usage (%),routed length (um),up-vias
met5,0,0,0,-
met2,44,27.7,6990,121
met1,48,30.0,7650,2195
met3,6.7,5.63,1060,5
met4,0.65,1.34,102,0
li1,-,-,-,2358
-- how the worst max path moves through the flow --
stage | from | end | slack (ns)
after CTS | weight_out[16] | weight_out[16] | 1.74
after global routing | count[0] | weight_out[22] | 1.69
final | weight_out[16] | weight_out[16] | 1.78
-- placed cells by master (no fill, tap or decap) --
| cell | count |
|---|---|
| clkbuf_1 | 1 |
| clkinvlp_4 | 6 |
| bufinv_16 | 2 |
| clkdlybuf4s50_1 | 161 |
| mux4_2 | 21 |
| nand3_1 | 8 |
| dfxtp_1 | 161 |
| nor4bb_1 | 1 |
| clkbuf_16 | 17 |
| dfxtp_2 | 2 |
| o31ai_1 | 8 |
| mux2i_1 | 129 |
| nor2b_1 | 155 |
| buf_4 | 10 |
| inv_1 | 1 |
| mux4_1 | 3 |
| clkbuf_8 | 3 |
| a22oi_1 | 21 |
| nand2_2 | 1 |
| nor2_4 | 1 |
| a22oi_2 | 4 |
| ha_1 | 1 |
| a221oi_1 | 16 |
| a21oi_1 | 1 |
| nor3b_4 | 1 |
| clkinv_2 | 1 |
| inv_6 | 2 |
-- flip-flops by register name (all words and copies together), names as in the netlist --
name        count
weight        128
weight_out     32
count           3
-- kinds of logic after synthesis --
kind of cell	synth area share, %
buf+inv	4.05
mux	26.8
fa+ha+maj	0.182
flops	47.5
simple gates	15.4
compound gates	6.01
No activity file was given, so power comes from the tool's default toggle rates.
