[/design/flow/config.mk]
export PLATFORM = sky130hd
export DESIGN_NAME = MatrixArray
export DESIGN_NICKNAME = MatrixArray
export VERILOG_FILES = /design/flow/design.v
export SDC_FILE = /design/flow/constraint.sdc
export NUM_CORES = 4
export LEC_CHECK = 1
export CORE_UTILIZATION = 40
[/design/flow/constraint.sdc]
current_design MatrixArray

set clk_period 5.5
set clk_io_pct 0.2

create_clock -name clk0 -period $clk_period [get_ports {clk}]

set non_clock_inputs [all_inputs -no_clocks]
set_input_delay [expr $clk_period * $clk_io_pct] -clock clk0 $non_clock_inputs
set_output_delay [expr $clk_period * $clk_io_pct] -clock clk0 [all_outputs]
[/design/flow/design.v]
module FMA_8bit(
input wire [7:0] a,
input wire signed [7:0] b, c,
input wire signed_num,
output wire signed [7:0] result
);
wire [3:0] b_truncated, c_truncated;
assign b_truncated = b[3:0];
assign c_truncated = c[3:0];
wire signed [8:0] summand = (signed_num & a[7]) ? ({1'b1,a}) : ({1'b0,a});
wire signed [8:0] signed_product = b_truncated * c_truncated;
wire signed [9:0] sum = summand + signed_product;
assign result = sum[7:0];  
endmodule
module MatrixArray #(parameter N = 4) (
input wire clk,
input wire reset_n,
input wire weight_ctr, systolic_ctr, FMA_ctr,
input wire [N-1:0][7:0] systolic_input,
input wire [N-1:0][7:0] weight_input,
output wire [N-1:0][7:0] result
);
genvar i, j;
generate
    wire [N-1:0][N-1:0][7:0] systolic_in;
    wire [N-1:0][N-1:0][7:0] systolic_out;
    wire [N-1:0][N-1:0][7:0] weight_in;
    wire [N-1:0][N-1:0][7:0] weight_out;
    wire [N-1:0][N-1:0][7:0] FMA_in;
    wire [N-1:0][N-1:0][7:0] FMA_out;
    for (i = 0; i <= N-1; i=i+1) begin
        for (j = 0; j <= N-1; j=j+1) begin
            ProcessingElement PE (
                .clk(clk),
                .reset_n(reset_n),
                .signed_num(1'b0),  
                .weight_ctr(weight_ctr),
                .systolic_ctr(systolic_ctr),
                .FMA_ctr(FMA_ctr),
                .FMA_input(FMA_in[i][j]),
                .systolic_input(systolic_in[i][j]),
                .weight_input(weight_in[i][j]),
                .systolic_fwd(systolic_out[i][j]),
                .weight_fwd(weight_out[i][j]),
                .FMA_result(FMA_out[i][j])
            );
            assign FMA_in[i][j] = ((i == 0) ? (8'h00) : (FMA_out[i-1][j]));
            assign systolic_in[i][j] = ((j == 0) ? (systolic_input[i]) : (systolic_out[i][j-1]));
            assign weight_in[i][j] = ((i == 0) ? (weight_input[j]) : (weight_out[i-1][j]));
            assign result[j] = FMA_out[N-1][j];
        end
    end
endgenerate
endmodule
module ProcessingElement(
input wire clk,
input wire reset_n,
input wire signed_num,
input wire weight_ctr, systolic_ctr, FMA_ctr,
input wire [7:0] FMA_input, systolic_input, weight_input,
output wire [7:0] systolic_fwd, weight_fwd,
output wire [7:0] FMA_result
);
reg [7:0] weight;
reg [7:0] systolic;
reg [7:0] add;
assign systolic_fwd = systolic;
assign weight_fwd = weight;
FMA_8bit FMA(.a(add),
             .b(systolic),
             .c(weight),
             .signed_num(signed_num),
             .result(FMA_result));
always @(posedge clk) begin
    if(!reset_n) begin
        weight <= 8'b0;
        systolic <= 8'b0;
        add <= 8'b0;
    end else begin
        if(weight_ctr)
            weight <= weight_input;
        if(systolic_ctr)
            systolic <= systolic_input;
        if(FMA_ctr)
            add <= FMA_input;
    end
end
endmodule
[/design/flow/run.sh]
#!/bin/bash
# OpenROAD 26Q1-2900-gdf79404cd8, Yosys 0.63+post, stock flow scripts
make -C /OpenROAD-flow-scripts/flow DESIGN_CONFIG=/design/flow/config.mk WORK_HOME=/design/flow/orfs finish
==> ci_impl_report.md <==
### Yosys + OpenROAD results

| Metric | Value |
|---|---|
| Pin count of the biggest net entering global routing | 89 |
| Multiplexer share of the synthesized area | 8.807% |
| Sw power | 0.9255 mW |
| Slowest CP cell | fa_1 |
| Critical path cell sequence | nand2_1 -> fa_1 -> fa_1 -> fa_1 -> inv_1 -> ha_1 -> nor2b_1 -> nor3_1 -> o21bai_1 -> a21oi_1 -> xnor2_1 -> clkdlybuf4s50_1 |
| Synth logic family | adder cells |
| Clk buf depth | 3 |
| Distinct cells, synth | 32 |
| CTS buffer count | 28 |
| Placed Cells | 2512 |
| Register area | 4488 µm² |
| Non-filler cells in the finished layout | 2564 |
| Share of flip-flops with an asynchronous set or reset | 0% |
| Ys cells | 1899 |
| Final core occ | 45.27% |
| IO Pins | 101 |
| DRT antenna net count | 0 |
| Dominant register cell | dfxtp_1 |
| Pre-CTS setup slack | 0.7486 ns |
| Most frequent cell after synthesis | inv_1 |
| CORE AREA | 44120 µm² |
| Setup_tns | 0 ns |
| Status | finished, final reports clean |
| CTS tree | done |
| Fin Hold WS | 0.4533 ns |
| Final instance area | 19980 µm² |
| DR vias/cell | 4.595 |
| Clk sinks | 224 |
| Max Cap Viol | 0 |
| Layout cells sized above 1 | 3.803% |
| Vias in the first global route | 11.64k |
| Crit Path Max Fanout | 6 |
| Total power | 3.819 mW |
| Total wire length | 33510 µm |
| Switch share | 24.24% |
| Fin. max-slew vios | 0 |
| Worst setup SP type | flop |
| GRT overflow | 0 |
| Die area | 45460 µm² |
| Synthesis Warnings | 1 |
| Worst path required time | 4.40 ns |
| Reg2reg path depth | 11 |
| Post-synth seq share | 25.13% |
| Critical path arrival | 4.14 ns |
| FP Rows | 77 |
| CTS root buf | clkbuf_16 |
| Max incr delay on CP | 0.56 ns |
| Setup violators final | 0 |
| Commonest cells in the synthesized netlist | inv_1, ha_1, dfxtp_1 |
| Comb area | 12020 µm² |
| FA/HA/MAJ Cells, Area Fraction | 29.90% |
| Cell Area, Synth | 17840 µm² |
| Ys flops | 224 |
| Min-Delay Endpoint | genblk1[2].genblk1[3].PE.add[6] |
| Fmax | 0.1909 GHz |
| Xor/xnor share | 4.515% |
| First drt pass iteration count | 4 |
| Fillers | 4131 |
| Crit-path most repeated cell | fa_1 |
| DP Area | 19030 µm² |
| Worst r2r src | genblk1[2].genblk1[3].PE.weight[3] |
| Core Util at FP | 40.44% |
| Period minus WS final | 5.239 ns |
| Final count of hold timing violations | 0 |
| Yosys aoi share | 6.977% |
| DR iter-0 viols | 342 |
| Clk slew on worst S/H paths | 0.06 ns |
| RSZ-0062 raised after global routing | no |
| Clk network pwr share | 48.0% |
| Pint | 2.893 mW |
| Log Warnings | 57 |
| Post-synth top area cell | dfxtp_1 |
| Via Count | 11.78k |
| Worst setup margin | 0.2613 ns |
| Routed WL per cell | 13.07 µm |
| Flop pwr share | 45.1% |
| Leak | 9.501 nW |
| Critical R2R Capture | genblk1[3].genblk1[3].PE.add[7] |
| Clock Skews | 0.02658 ns |
| Top cells, area | dfxtp_1, ha_1, fa_1, mux2i_1, and2_1 |
| Rel. slew slack | 46.37% |
| Area grow syn2layout | 11.95% |
| GRT Overall Usage | 16.17% |
| First-pass GRT wire length | 57740 µm |
| Die x size | 213.2 µm |
| R2R Setup Slk | 2.09 ns |
| Number of enable flip-flop cells | 0 |
| Average size of a mapped cell | 9.397 µm² |
| Htree depth | 1 |
| CP Class | reg -> out |
| Simple share | 17.11% |
| Tcrit/Tclk final | 95.25% |
| VDD IR max | 201.6 µV |
| Dpl hpwl | 25510 µm |
| # DRC | 0 |
| Tightest Hold Check Type | reg -> reg |
| Yosys chip area | 17840 µm² |
| Clk ins delay skew pair | 0.57 ns |
| Hold_sp | genblk1[2].genblk1[3].PE.add[6] |
| Post-Syn Instances | 1899 |
| IO buf count | 68 |
| Placer Congestion | 0.8474 |
| Die Y | 213.2 µm |
| CP Capture Type | output port |
| Comb power frac | 6.9% |
| Setup Fix Bufs, Post-CTS | 0 |
| P per Cell Area | 191.2 nW/µm² |
| Worst-Margin Slew | 0.8025 ns |
| Inserted Diodes | 0 |
| Hold Crit Depth | 2 |
| Top cell area share | 25.13% |
| Initial antenna violation count | 0 |
-- power by group through the flow --
stage | registers [mW] | clock network, mW | logic [mW]
6_report | 1.72 | 1.83 | 0.265
5_1_grt | 1.73 | 1.95 | 0.297
4_1_cts | 1.72 | 1.89 | 0.269
-- critical path, delay by kind of cell, from the launching register on --
kind,cells,cell delay [ns]
XOR/XNOR,1,0.13
buffers and inverters,2,0.51
adder cells (fa/ha/maj),4,1.78
flip-flops,1,0.41
AND-OR/OR-AND,2,0.29
AND/OR/NAND/NOR,3,0.45
-- worst max path at each step --
stage / startpoint / slack [ns] / endpoint
5_1_grt: genblk1[3].genblk1[2].PE.systolic[2] / 0.01 / result[23]
6_report: genblk1[3].genblk1[2].PE.systolic[2] / 0.26 / result[23]
4_1_cts: genblk1[3].genblk1[1].PE.systolic[2] / 0.13 / result[15]
-- what timing repair did --
item / in CTS / in global routing
endpoints found under the setup margin: 0 / 2
gates resized: 0 / 5
hold buffers: 0 / 0
-- registers in the layout, summed over array words and instances, names as in the netlist --
register                     flops
genblk1.genblk1.PE.systolic     64
genblk1.genblk1.PE.add          96
genblk1.genblk1.PE.weight       64
-- cell families after synthesis --
group | Yosys count
buf+inv | 338
compound gates | 202
mux | 157
xor+xnor | 92
simple gates | 534
flops | 224
fa+ha+maj | 352
-- metal layers --
metal / part of all wire [%] / global-route usage, % / vias to the layer above
met3: 3.5 / 2.178 / 31
met2: 42 / 24.72 / 118
met4: 1.2 / 1.724 / 0
li1: - / - / 6206
met1: 53 / 25.94 / 5426
met5: 0 / 0 / -
-- area by class of cell --
type,count,area share [%]
clock buffers,42,4.171
repair buffers,76,3.658
flip-flops and latches,224,22.47
well taps,592,3.708
multi-input cells,1337,60.17
clock inverters,10,0.5073
inverters,283,5.318
-- placed cells by master (no fill, tap or decap), types with 28 or more instances in the layout --
cell and count:
xor2_1 37, nand2_1 110, fa_1 124, clkdlybuf4s50_1 64, nor2b_1 167, and2_1 181, clkbuf_16 28, ha_1 228
mux2i_1 157, inv_1 283, a21oi_1 61, o21ai_0 75, dfxtp_1 221, xnor2_1 55
No activity file was given, so power comes from the tool's default toggle rates.
