--- flow/design.v ---
module sram_reg_file #(
    parameter N = 4,    
    parameter K = 8       
)(
    input  logic clk,              
    input  logic write_enable,     
    input  logic [$clog2(K)-1:0] write_address,  
    input  logic [(8*N*N)-1:0] write_data,  
    input  logic [$clog2(K)-1:0] read_address,  
    input  logic reg_in,
    output logic [(8*N*N)-1:0] read_data  
);
    logic [(8*N*N)-1:0] reg_file [K];
    always_ff @(posedge clk) begin
        if (write_enable & reg_in)
            reg_file[write_address] <= write_data;
    end
    assign read_data = reg_file[read_address];
endmodule
--- flow/run.sh ---
#!/bin/bash
# OpenROAD 26Q1-2900-gdf79404cd8, Yosys 0.63+post, stock flow scripts
make -C /OpenROAD-flow-scripts/flow DESIGN_CONFIG=/design/flow/config.mk WORK_HOME=/design/flow/orfs finish
--- flow/config.mk ---
export PLATFORM = sky130hd
export DESIGN_NAME = sram_reg_file
export DESIGN_NICKNAME = sram_reg_file
export VERILOG_FILES = /design/flow/design.v
export SDC_FILE = /design/flow/constraint.sdc
export NUM_CORES = 4
export LEC_CHECK = 1
export CORE_UTILIZATION = 50
--- flow/constraint.sdc ---
current_design sram_reg_file

set clk_period 14.5
set clk_io_pct 0.2

create_clock -name clk0 -period $clk_period [get_ports {clk}]

set non_clock_inputs [all_inputs -no_clocks]
set_input_delay [expr $clk_period * $clk_io_pct] -clock clk0 $non_clock_inputs
set_output_delay [expr $clk_period * $clk_io_pct] -clock clk0 [all_outputs]
==> CHANGELOG.md <==
### Changed

* Comb area at about 0.0076 sq mm
* Most flop-heavy register: reg_file
* Wire per inst at roughly 26 um
* Max-slew violations at 0
* Final hold violations at 0
* Total GRT Usage at between 20% and 30%
* DR vias at between 15000 and 20000
* Largest registers: reg_file x1024
* DRC violations left at 0
* Slowest cell on the critical path: buf_4
* Peak Freq at 109 MHz
* Io pins at between 200 and 300
* Hold Slack at between 2000 and 3000 ps
* Grt total ovfl at 0
* Tmin final at between 9000 and 10000 ps
* Total design power at around 0.0064 W
* Cell Int Power at between 0.005 and 0.006 W
* Synthesized instance count at approximately 1500
* Status: complete, no violations
* Dpl hpwl at a little under 40 mm
* Fraction of layout cells with a size suffix above 1 at a little over a quarter
* Setup Fix Bufs, Post-CTS at 0
* # rows at approximately 100
* Crit path DAT at 6270 ps
* Cell Area, Synth at ~0.039 sq mm
* Crit Path Class: in2out
* Slew HR at a little over two fifths
* Hold Buf Count CTS at 0
* Combinational power share at between 5 and 6%
* Most frequent cells after synthesis: edfxtp_1, mux4_2, mux2_2
* Post-synth ARST share at 0%
* Sequential area share after synthesis at slightly below 80%
* Dominant cell area share at between 70% and 80%
* Power Dens Cells at around 140 mW/mm^2
* Die Y at approximately 280 um
* Max Cap Viol at 0
* Layer with the highest usage: met2
* Drt initial violations at roughly 750
* Initial antenna violation count at 16
* Final ANT Viol Nets at 0
* Worst-path clk slew at around 60 ps
* Cell count listed in synth_stat.txt at 1492
* TritonRoute pass-1 iters at 6
* FF+latch count, synth at about 1000
* Register Area at 0.0307 sq mm
* CP Launch Type: input pin
* Power share of the sequential group at ~52%
* Final Cell Area at 0.0461 sq mm
* Met3 usage at approximately an eighth
* Worst Path Max Fanout at a little under 60
* Post-synthesis chip area from yosys at roughly 0.039 sq mm
* Clock power share at about 42%
* Log Warnings at 26
* Clock root buffer: clkbuf_16
* Post-synth EDFFs at about 1000
* P_sw at about 0.0012 W
* Distinct lib cells at 18
* Pin count of the biggest net entering global routing at just over 80
* Met1 Use GR at between 30 and 40%
* RSZ-0062 raised after global routing: no
* CTS tree: yes
* Tightest Hold Check Type: in2reg
* PostCTS Resize Cnt at 0
* Port bufs at ~260
* Post-Route WL at between 70 and 80 mm
* Net Sw Frac at approximately a fifth
* Worst vdd ir at approximately 0.094 mV
* Core Area at between 0.07 and 0.08 sq mm
* Worst slack, placed at about 5200 ps
* Deepest clock path buffer count at 3
* Fin Setup TNS at 0 ps
* Top cells by area, synth: edfxtp_1, mux4_2, mux4_1, mux2_2, buf_8
* Synth-to-layout area growth at 18.3%
* Dominant flop cell: edfxtp_1
* Clock Sinks at 1024
* RePlAce Congestion at 0.748
* First-pass GRT wire length at 113 mm
* Vias in the first global route at ~19000
* Met2 global-route usage at around a third
* Endpoints failing setup at 0
* Max reg flops at ~1000
* Cell mode on critical path: buf_4
* Die X at roughly 280 um
* Worst Path Required at around 12000 ps
* Slew at the pin closest to its max-slew limit at approximately 870 ps
* CTS buffer count at ~100
* Fill cells at roughly 5300
* Crit path cell chain: buf_8, buf_4, buf_4, mux4_1, mux2_2, clkdlybuf4s50_1
* Final worst-path cycle share at between 60% and 70%
* Setup crit end kind: output port
* H-tree depth at 3
* Initial Util at roughly half
* PnR worst setup slack at approximately 5300 ps
* Post-synth top area cell: edfxtp_1
* Most frequent cell after synthesis: edfxtp_1
* Slowest cell delay on critical path at 680 ps
* Area post-placement at between 0.04 and 0.05 sq mm
* Die area at about 0.079 sq mm
* Synth Warn # at 1
* Lkg Pwr at around 15 nW
* Vias per cell at about 5.7
* Avg Cell Area, Syn at roughly 26 sq um
## routing by layer
layer,vias up,routed length (um)
li1,7235,-
met2,857,38500
met5,-,255
met3,124,9410
met1,8527,26200
met4,24,1450
## critical path, delay by kind of cell
kind | cells | cell delay (ps)
buffers and inverters | 4 | 2300
multiplexers | 2 | 930
## power by group through the flow
stage	Clock [W]	Combinational (W)	Sequential, W
CTS	0.00273	0.000356	0.00333
global route	0.00284	0.000375	0.00333
finish	0.00268	0.000345	0.00333
## final cells by class
class                           count  area share (%)
Clock inverter                     63            1.62
Sequential cell                  1024            66.6
Antenna cell                        5          0.0271
Tap cell                         1040            2.82
Multi-Input combinational cell    397            16.5
Clock buffer                      126            5.87
Timing Repair Buffer              302            6.56
## path summary, 6_finish.rpt
path / start / end / depth (start not counted) / slack [ps]
setup / recovery: read_address[0] / read_data[57] / 6 / 5330
hold / removal: write_data[74] / reg_file[1][74]$_DFFE_PP_ / 1 / 2970
## cells in the final DEF, fill, tap and decap left out, drive strengths merged
cell / count
mux2: 128
nor3: 2
inv: 4
edfxtp: 1024
clkbuf: 126
clkinv: 41
diode: 5
nand3: 1
bufinv: 16
nand2b: 2
clkinvlp: 2
buf: 41
nor2: 6
mux4: 256
nand3b: 1
clkdlybuf4s50: 261
nand2: 1
## stage by stage
step	utilization [%]	std cells
2_1_floorplan	-	1492
3_3_place_gp	55.2	2763
3_5_place_dp	55.2	2763
4_1_cts	59.6	2952
5_1_grt	59.6	2954
6_report	59.7	2957
## cell families after synthesis
| logic type | count (synthesis) | synth area share [%] |
|---|---|---|
| flip-flops | 1024 | 78.8 |
| buffers and inverters | 71 | 1.82 |
| AND/OR/NAND/NOR | 13 | 0.157 |
| multiplexers | 384 | 19.2 |
No activity file was given, so power comes from the tool's default toggle rates.
